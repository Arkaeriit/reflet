$ cat design/flow/config.mk
export PLATFORM = sky130hd
export DESIGN_NAME = rom05
export DESIGN_NICKNAME = rom05
export VERILOG_FILES = /design/flow/design.v
export SDC_FILE = /design/flow/constraint.sdc
export NUM_CORES = 4
export LEC_CHECK = 1
export CORE_UTILIZATION = 40
$ cat design/flow/constraint.sdc
current_design rom05

set clk_period 3.8
set clk_io_pct 0.2

create_clock -name clk0 -period $clk_period [get_ports {clk}]

set non_clock_inputs [all_inputs -no_clocks]
set_input_delay [expr $clk_period * $clk_io_pct] -clock clk0 $non_clock_inputs
set_output_delay [expr $clk_period * $clk_io_pct] -clock clk0 [all_outputs]
$ cat design/flow/design.v
module rom05(input clk, input enable, input [30-1:0] addr, output [32-1:0] data);
    reg [32-1:0] data_reg;
    always @ (posedge clk)
        case(addr)
            30'h0 : data_reg <= 32'h4D525341;
            30'h1 : data_reg <= 32'h9C0D1C28;
            30'h2 : data_reg <= 32'h231D6D8C;
            30'h3 : data_reg <= 32'h1C1D5D8C;
            30'h4 : data_reg <= 32'h280C1B0D;
            30'h5 : data_reg <= 32'h8C9C0D1C;
            30'h6 : data_reg <= 32'h8C231D6D;
            30'h7 : data_reg <= 32'h241D1D5D;
            30'h8 : data_reg <= 32'h0000001C;
            30'h9 : data_reg <= 32'h1E3E3C22;
            30'hA : data_reg <= 32'h00001000;
            30'hB : data_reg <= 32'h3EE53C23;
            30'hC : data_reg <= 32'h1D0B1CD0;
            30'hD : data_reg <= 32'h0D1C110C;
            30'hE : data_reg <= 32'h1C280C1B;
            30'hF : data_reg <= 32'h6D8C9C0D;
            30'h10 : data_reg <= 32'h5D8C231D;
            30'h11 : data_reg <= 32'h1C241D1D;
            30'h12 : data_reg <= 32'h1E3E3C22;
            30'h13 : data_reg <= 32'hABCDEF00;
            30'h14 : data_reg <= 32'h3EE53C23;
            30'h15 : data_reg <= 32'h1D0B1CD0;
            30'h16 : data_reg <= 32'h0D1C120C;
            30'h17 : data_reg <= 32'h1C280C1B;
            30'h18 : data_reg <= 32'h6D8C9C0D;
            30'h19 : data_reg <= 32'h5D8C231D;
            30'h1A : data_reg <= 32'h1C241D1D;
            30'h1B : data_reg <= 32'h1E3E3C22;
            30'h1C : data_reg <= 32'h01020304;
            30'h1D : data_reg <= 32'h3EE53C23;
            30'h1E : data_reg <= 32'h1D0B1CD0;
            30'h1F : data_reg <= 32'h0D1C130C;
            30'h20 : data_reg <= 32'h1C280C1B;
            30'h21 : data_reg <= 32'h6D8C9C0D;
            30'h22 : data_reg <= 32'h5D8C231D;
            30'h23 : data_reg <= 32'h1C241D1D;
            30'h24 : data_reg <= 32'h1E3E3C22;
            30'h25 : data_reg <= 32'h0000012B;
            30'h26 : data_reg <= 32'h3EE53C23;
            30'h27 : data_reg <= 32'h1D0B1CD0;
            30'h28 : data_reg <= 32'h1C24EC0C;
            30'h29 : data_reg <= 32'h221C8C22;
            30'h2A : data_reg <= 32'hC1021D5C;
            30'h2B : data_reg <= 32'h03113124;
            30'h2C : data_reg <= 32'h113124C1;
            30'h2D : data_reg <= 32'h9C0D1C28;
            30'h2E : data_reg <= 32'h221D6D8C;
            30'h2F : data_reg <= 32'h021D5D8C;
            30'h30 : data_reg <= 32'h113122C1;
            30'h31 : data_reg <= 32'h3122C103;
            30'h32 : data_reg <= 32'h0D1C2811;
            30'h33 : data_reg <= 32'h1D6D8C9C;
            30'h34 : data_reg <= 32'h1D5D8C21;
            30'h35 : data_reg <= 32'h3121C12A;
            30'h36 : data_reg <= 32'h21C12B11;
            30'h37 : data_reg <= 32'hC12C1131;
            30'h38 : data_reg <= 32'h2D113121;
            30'h39 : data_reg <= 32'h113121C1;
            30'h3A : data_reg <= 32'h9C0D1C28;
            30'h3B : data_reg <= 32'h231D6D8C;
            30'h3C : data_reg <= 32'h1C1D5D8C;
            30'h3D : data_reg <= 32'h280C1B0D;
            30'h3E : data_reg <= 32'h8C9C0D1C;
            30'h3F : data_reg <= 32'h8C231D6D;
            30'h40 : data_reg <= 32'h241D1D5D;
            30'h41 : data_reg <= 32'h0000001C;
            30'h42 : data_reg <= 32'h1E3E3C22;
            30'h43 : data_reg <= 32'h00001000;
            30'h44 : data_reg <= 32'h3EE53C23;
            30'h45 : data_reg <= 32'h1D0B1CD0;
            30'h46 : data_reg <= 32'hE9D1110C;
            30'h47 : data_reg <= 32'hD1113124;
            30'h48 : data_reg <= 32'h113124E9;
            30'h49 : data_reg <= 32'h3124E9D1;
            30'h4A : data_reg <= 32'hE8E9D111;
            default : data_reg <= 0;
        endcase
    assign data = ( enable ? data_reg : 0 );
endmodule
$ cat design/flow/run.sh
#!/bin/bash
# OpenROAD 26Q1-2900-gdf79404cd8, Yosys 0.63+post, stock flow scripts
make -C /OpenROAD-flow-scripts/flow DESIGN_CONFIG=/design/flow/config.mk WORK_HOME=/design/flow/orfs finish
==> run summary <==
synthesized cell area -> 0.00408 mm2
Log Warnings -> 35
Reg area -> 641 um2
routability cong. -> 1.05
post-route ant nets -> 0
nature of the critical path endpoint -> register
Port Buffers -> 63
residual DRC count -> 0
area share, top type -> 15.7%
n_diodes -> 0
CORE AREA -> 0.00982 mm2
most common cell in the synthesized netlist -> a21oi_1
final hold vios -> 0
crit path max fanout -> 16
# hold bufs at CTS -> 0
crit share post-route -> 85.1%
Slew headroom -> 42.3%
Seq share, synth -> 15.7%
PD cells -> 231 mW/mm2
Final TNS setup -> 0 ps
async set-or-reset flop fraction in the synthesized netlist -> 0%
vias in the first global route -> 4,477
Post-synth EDFFs -> 0
Yosys Instances -> 578
layout cells sized above 1 -> 8.44%
Synth-to-Final Area Change -> 18.1%
initial antenna violation count -> 1
CTS sink cnt -> 32
# Post-CTS Setup Buffers -> 0
CP Launch Point -> addr[1]
crit path DAT -> 3440 ps
filler instances -> 1,007
critical path type -> in -> reg
Num CTS Buffers -> 5
Least-Margin Pin Slew -> 844 ps
# resized after CTS -> 0
FP Util -> 41.6%
Max Fclk -> 309 MHz
CP Cell Sequence -> clkdlybuf4s50_1, buf_4, ha_1, nor2b_1, nor3_1, o31a_1, o211ai_1, o2bb2ai_1
die height -> 103 um
CTS Root Buffer Type -> clkbuf_8
via count -> 5,085
Util after Layout -> 49.1%
yosys stat area -> 0.00408 mm2
CP Launch Type -> input port
DR iter-0 viols -> 708
Hold/Removal Path Class -> in -> reg
wire per inst -> 24.5 um
Worst Setup EP -> data_reg[29]$_SDFF_PP0_
CTS tree -> done
I/O pin cnt -> 64
first-pass GRT wire length -> 27.0 mm
total power -> 1.11 mW
All-Layer GR Usage -> 35.4%
Cell area leaders -> dfxtp_1 16%, a21oi_1 7.4%, and2_1 6.0%, o21ai_0 5.6%, nand2_1 4.4%
Leak -> 1.71 nW
Clk pin slew, worst setup/hold paths -> 70 ps
CP max-delay cell -> ha_1
syn_area_per_cell -> 7.06 um2
total number of yosys warnings -> 1
num rows -> 36
DP HPWL -> 12.8 mm
largest net degree at the start of global routing -> 93
Crit path max-delay family -> simple AND/OR/NAND/NOR gates
DR pass1 iterations -> 9
Tmin final -> 3240 ps
Max VDD drop -> 0.157 mV
Final setup viols -> 0
ys flops -> 32
status -> finished, final reports clean
drt total wl -> 18.1 mm
Post-Syn Instances -> 578
Primary FF master, synth -> dfxtp_1
Max-Cap Viols -> 0
worst endpoint required time -> 4010 ps
cell taking the most area after synthesis -> dfxtp_1
H-tree level count -> 2
Largest register FFs -> 32
Unique cell types -> 71
RSZ-0062 raised after global routing -> no
Final Slew Violations -> 0
Die Wd -> 103 um
remaining global-route overflow -> 0
WP buf/inv -> 2
critical path depth -> 8
top cells by count -> 60 x a21oi_1, 48 x nand2_1, 46 x o21ai_0
CTS max path bufs -> 2
Die Size -> 0.0106 mm2
CP max stage delay -> 550 ps
vias per cell -> 6.90
worst hold slack -> 1100 ps
MI comb area -> 0.00306 mm2
## metal layers
layer  vias up  GRT usage [%]  wire length, um
met5         -              0                0
met2       425           48.9             7320
met4         0           17.4             1220
met3       120           11.3             2550
met1      2315           49.9             6990
li1       2225              -                -
## logic make-up (layout without fill, tap and decap cells)
group	Yosys count	in the layout	share of synthesized area, %
AND-OR/OR-AND	236	236	38.8
buffers and inverters	78	104	9.29
flip-flops	32	32	15.7
AND/OR/NAND/NOR	205	205	26.9
adder cells (fa/ha/maj)	13	13	3.92
XOR/XNOR	1	1	0.215
multiplexers	13	13	5.15
## area by class of cell
cell class              instances  share of cell area [%]
clock buffers                   6                    1.51
clock inverters                 2                   0.727
inverters                      11                   0.857
multi-input cells             468                    63.5
flip-flops and latches         32                    13.3
well taps                     133                    3.45
repair buffers                 85                    16.6
## power breakdown
group / total [mW] / switching (mW) / internal, mW
clock network: 0.333 / 0.138 / 0.195
registers: 0.335 / 0.00000000659 / 0.335
logic: 0.443 / 0.282 / 0.160
## worst min-delay path: cells and delay by family
family	cells	cell delay (ps)
AND-OR/OR-AND	2	300
buffers and inverters	1	270
## cell usage in the layout (no fill, tap or decap), types with 10 or more instances in the layout
cell	n
a21oi_1	60
clkdlybuf4s50_1	59
nand2_1	48
o21ai_0	46
and2_1	39
dfxtp_1	32
nor2_1	29
buf_4	20
nand2b_1	18
nor3_1	17
nor2b_1	13
o22ai_1	13
a311oi_1	12
ha_1	12
nand3_1	11
a31oi_1	11
o211ai_1	10
## worst min-delay path by stage
stage | startpoint | to | slack (ps) | cells past startpoint
after CTS | addr[5] | data_reg[6]$_SDFF_PP0_ | 1080 | 3
after global routing | addr[5] | data_reg[6]$_SDFF_PP0_ | 1120 | 3
final | addr[4] | data_reg[19]$_SDFF_PP0_ | 1100 | 3
## metrics by stage
stage          instances  setup WS, ps  area, um2
6_report             737           565       4820
3_3_place_gp         729           337       4710
2_1_floorplan        578          1060       4080
5_1_grt              737           442       4820
3_5_place_dp         729           369       4710
4_1_cts              737           582       4820
Power is estimated from default activity; no workload was simulated.
