## flow/config.mk

```make
export PLATFORM = sky130hd
export DESIGN_NAME = rom06
export DESIGN_NICKNAME = rom06
export VERILOG_FILES = /design/flow/design.v
export SDC_FILE = /design/flow/constraint.sdc
export NUM_CORES = 4
export LEC_CHECK = 1
export CORE_UTILIZATION = 30
```

## flow/constraint.sdc

```tcl
current_design rom06

set clk_period 2.8
set clk_io_pct 0.2

create_clock -name clk0 -period $clk_period [get_ports {clk}]

set non_clock_inputs [all_inputs -no_clocks]
set_input_delay [expr $clk_period * $clk_io_pct] -clock clk0 $non_clock_inputs
set_output_delay [expr $clk_period * $clk_io_pct] -clock clk0 [all_outputs]
```

## flow/design.v

```verilog
module rom06(input clk, input enable, input [30-1:0] addr, output [32-1:0] data);
    reg [32-1:0] data_reg;
    always @ (posedge clk)
        case(addr)
            30'h0 : data_reg <= 32'h4D525341;
            30'h1 : data_reg <= 32'h9C0D1C28;
            30'h2 : data_reg <= 32'h221D6D8C;
            30'h3 : data_reg <= 32'h0D1D5D8C;
            30'h4 : data_reg <= 32'h0D1C281B;
            30'h5 : data_reg <= 32'h1D6D8C9C;
            30'h6 : data_reg <= 32'h1D5D8C22;
            30'h7 : data_reg <= 32'h3C221C22;
            30'h8 : data_reg <= 32'h10001E3E;
            30'h9 : data_reg <= 32'h3EE53C23;
            30'hA : data_reg <= 32'h1D0B1CD0;
            30'hB : data_reg <= 32'h1B0D1F0C;
            30'hC : data_reg <= 32'h9C0D1C28;
            30'hD : data_reg <= 32'h221D6D8C;
            30'hE : data_reg <= 32'h221D5D8C;
            30'hF : data_reg <= 32'h3C22001C;
            30'h10 : data_reg <= 32'h00551E3E;
            30'h11 : data_reg <= 32'h3EE53C23;
            30'h12 : data_reg <= 32'h1D0B1CD0;
            30'h13 : data_reg <= 32'h21E41E0C;
            30'h14 : data_reg <= 32'hE319E939;
            30'h15 : data_reg <= 32'h0D1920EB;
            30'h16 : data_reg <= 32'h0D1C281B;
            30'h17 : data_reg <= 32'h1D6D8C9C;
            30'h18 : data_reg <= 32'h1D5D8C22;
            30'h19 : data_reg <= 32'h3C221C22;
            30'h1A : data_reg <= 32'h004E1E3E;
            30'h1B : data_reg <= 32'h3EE53C23;
            30'h1C : data_reg <= 32'h1D0B1CD0;
            30'h1D : data_reg <= 32'h1C24ED0C;
            30'h1E : data_reg <= 32'h241C8C20;
            30'h1F : data_reg <= 32'hB9221D5C;
            30'h20 : data_reg <= 32'h281B0DE6;
            30'h21 : data_reg <= 32'h8C9C0D1C;
            30'h22 : data_reg <= 32'h8C221D6D;
            30'h23 : data_reg <= 32'h1C221D5D;
            30'h24 : data_reg <= 32'h1E3E3C22;
            30'h25 : data_reg <= 32'h3C23007E;
            30'h26 : data_reg <= 32'h1CD03EE5;
            30'h27 : data_reg <= 32'hE00C1D0B;
            30'h28 : data_reg <= 32'h000000E8;
            default : data_reg <= 0;
        endcase
    assign data = ( enable ? data_reg : 0 );
endmodule
```

## flow/run.sh

```bash
#!/bin/bash
# OpenROAD 26Q1-2900-gdf79404cd8, Yosys 0.63+post, stock flow scripts
make -C /OpenROAD-flow-scripts/flow DESIGN_CONFIG=/design/flow/config.mk WORK_HOME=/design/flow/orfs finish
```

==> reports/results.md <==
| Group | Metric | Reported |
|:---|:---|:---|
| outcome | Result of the run | finished clean |
| route | Antenna Cells | 0 |
| synth | Post-synth tally of flip-flops with integrated enable | 0 |
| final layout | Non-filler cells, final | 583 |
| flow run | Number of warning messages in the logs | 35 |
| route | Remaining design rule violation count | 0 |
| timing | Final WS setup | 359 ps |
| route | Vias per Instance | 5.78 |
| setup path | Critical path type | in -> reg |
| pwr | Total power | 0.00121 W |
| timing | Worst relative slew slack | 69.3% |
| flow run | Max Cap Violations | 0 |
| timing | Hold Fails Final Rpt | 0 |
| synth | Top area contributor share | 23.0% |
| placement | Total placed cells including tap cells | 575 |
| pwr | Leak pwr | 1.38 nW |
| floorplanning | Num ports | 64 |
| timing | Fmax achieved | 0.410 GHz |
| clock network | CTS clk-pin slew, worst paths | 70 ps |
| clock network | Root buf cell | sky130_fd_sc_hd__clkbuf_8 |
| floorplanning | Placeable core region | 0.00885 mm2 |
| route | Starting DRC count in detailed routing | 338 |
| floorplanning | Initial Util | 31.4% |
| placement | RD Place Congestion | 0.957 |
| timing | Final number of max-transition violations | 0 |
| floorplanning | Floorplan die width | 98.3 um |
| pwr | Power density relative to cell area | 321 mW/mm2 |
| placement | Worst setup slack after placement | 90.6 ps |
| route | Vias | 3367 |
| final layout | Number of flip-flops under the largest register name | 32 |
| final layout | Proportion of layout cells with a drive suffix above 1 | 9.47% |
| clock network | Number of clock sinks seen by CTS | 32 |
| clock network | Number of cells upsized or downsized after cts | 0 |
| final layout | Synth-to-layout area growth | 35.1% |
| clock network | Post-CTS Setup Inserts | 0 |
| synth | Number of library cell types mapped by synthesis | 50 |
| pwr | Max IR drop VDD | 0.000174 V |
| setup path | Worst EP arrival | 2670 ps |
| route | Met3 wirelength from detailed routing | 939 um |
| synth | Fraction of synthesis flops using an asynchronous set or reset pin | 0% |
| route | Sum of routed wire segments on met1 | 4920 um |
| route | Topmost layer with routed signal wires | met4 |
| clock network | Buffer levels on the longest clock path | 2 |
| synth | Dominant synthesized flop cell | sky130_fd_sc_hd__dfxtp_1 |
| floorplanning | Number of cell rows | 34 |
| timing | Setup tns final | 0 ps |
| grt | First-pass GRT wire length | 17600 um |
| synth | Yosys Instances | 409 |
| placement | Quantity of I/O buffers inserted on ports | 63 |
| grt | Number of global-route vias before repair | 3162 |
| route | DR pass1 iterations | 7 |
| synth | Sequential element share of the synthesized area | 23.0% |
| floorplanning | Vert. Die Dim | 98.3 um |
| route | Antenna Nets Post-Route | 0 |
| timing | RSZ-0062 raised after global routing | no |
| placement | HPWL after detailed placement | 7740 um |
| grt | Tot GR Track Use | 23.6% |
| hold path | HP Class | in -> reg |
| floorplanning | Die Area | 0.00966 mm2 |
| setup path | Worst setup SP type | input pin |
| timing | Min Tclk post-route | 2440 ps |
| grt | Initial antenna violation count | 0 |
| clock network | Number of CTS-inserted buffers | 5 |
| clock network | Clock tree from TritonCTS | yes |
| timing | Post-layout period usage of the worst path | 87.2% |
| synth | Commonest cells in the netlist | sky130_fd_sc_hd__a21oi_1 (46), sky130_fd_sc_hd__nand2_1 (46), sky130_fd_sc_hd__and2_1 (35) |
| timing | Worst slew pin tran | 460 ps |
| final layout | Filler cell count in the final layout | 920 |
| grt | Pin count of the biggest net entering global routing | 65 |
| route | Met2 routed wirelength | 4790 um |
| synth | Yosys Warn Count | 1 |
| setup path | Kind of end point of the critical path | register |
| clock network | Hold-fix buffer count after cts | 0 |
| synth | Top cell type by total area after synthesis | sky130_fd_sc_hd__dfxtp_1 |
| setup path | Critical path peak fanout | 8 |
| synth | Synthesized area | 0.00278 mm2 |
| timing | Number of setup violations in the final report | 0 |
| synth | Chip area estimate from yosys synthesis | 0.00278 mm2 |
| setup path | Required time at the endpoint of the critical path | 3020 ps |
| synth | Average cell area after synthesis | 6.80 um2 |
| grt | Grt ovf | 0 |
| synth | Synth Instances | 409 |
| synth | Synthesized registers | 32 |
| route | WL final | 11000 um |
| route | DR WL/cell | 18.8 um |
| hold path | Number of instances on the worst hold path | 3 |
| clock network | Maximum level of the CTS H-tree | 2 |
| synth | Biggest area contributors in the synthesized netlist | sky130_fd_sc_hd__dfxtp_1 (23%), sky130_fd_sc_hd__a21oi_1 (8.3%), sky130_fd_sc_hd__and2_1 (7.9%) |
## cell usage in the layout, fill, tap and decap left out, drive strengths merged, types with 2 or more instances in the layout
cell / Yosys / layout
clkdlybuf4s50: 0 / 61
nand2: 46 / 46
a21oi: 46 / 46
and2: 36 / 36
buf: 16 / 36
dfxtp: 32 / 32
nor2: 31 / 31
o21ai: 29 / 29
nand2b: 13 / 13
a31oi: 12 / 12
ha: 12 / 12
nand3: 10 / 10
a211oi: 10 / 10
nor3: 9 / 9
nor4: 8 / 8
o211ai: 8 / 8
clkbuf: 23 / 8
inv: 7 / 7
nor2b: 7 / 7
or3: 6 / 6
o311ai: 3 / 3
o31ai: 3 / 3
mux2i: 3 / 3
a311o: 3 / 3
a211o: 3 / 3
or4: 3 / 3
a311oi: 3 / 3
or2: 2 / 2
o22ai: 2 / 2
o2bb2ai: 2 / 2
o21a: 2 / 2
a32oi: 2 / 2
## path summary, 6_finish.rpt
check | from | slack (ps) | end
setup / recovery | addr[1] | 360 | data_reg[18]
hold / removal | addr[3] | 810 | data_reg[30]
## power by group
part	total, W	switching, W	internal (W)
logic	0.000371	0.000219	0.000152
clock network	0.000381	0.000180	0.000201
registers	0.000455	0.00000000000498	0.000455
total	0.00121	0.000399	0.000807
## logic make-up (layout without fill, tap and decap cells)
family | after synthesis | after routing | synth area share, %
muxes | 4 | 4 | 1.48
buffers and inverters | 47 | 113 | 6.88
and+or+nand+nor | 174 | 174 | 31.5
AOI/OAI and AO/OA | 139 | 139 | 31.4
adders and majority gates | 12 | 12 | 5.40
xor gates and xnor gates | 1 | 1 | 0.315
DFF | 32 | 32 | 23.0
## per-stage QoR
| step | hold WS [ps] | cell area, um2 | utilization [%] |
|---|---|---|---|
| 6_report | 812 | 3760 | 42.5 |
| 2_1_floorplan | 820 | 2780 | - |
| 5_1_grt | 845 | 3760 | 42.5 |
| 4_1_cts | 791 | 3760 | 42.5 |
| 3_5_place_dp | 1090 | 3670 | 41.5 |
| 3_3_place_gp | 1100 | 3670 | 41.5 |
## worst max-delay path: stages
cell and delay [ps]:
sky130_fd_sc_hd__clkdlybuf4s50_1 480, sky130_fd_sc_hd__clkinv_1 120, sky130_fd_sc_hd__ha_1 460, sky130_fd_sc_hd__and2_0 340
sky130_fd_sc_hd__nor3_1 80, sky130_fd_sc_hd__or4_1 480, sky130_fd_sc_hd__a21oi_1 140
## metal layers
| metal | vias to the layer above | global-route usage (%) |
|---|---|---|
| met1 | 1521 | 35.6 |
| met4 | 0 | 5.86 |
| met3 | 35 | 4.72 |
| met2 | 212 | 34.9 |
| met5 | - | 0 |
| li1 | 1599 | - |
## layout make-up
class                           count  area (um2)  share of cell area [%]
Multi-Input combinational cell    330        1950                    51.9
Timing Repair Buffer               97         913                    24.3
Sequential cell                    32         641                    17.0
Tap cell                          108         135                    3.60
Clock buffer                        8        90.1                    2.40
Inverter                            8        30.0                   0.799
Power is estimated from default activity; no workload was simulated.
