===== /design/flow/run.sh =====
#!/bin/bash
# OpenROAD 26Q1-2900-gdf79404cd8, Yosys 0.63+post, stock flow scripts
make -C /OpenROAD-flow-scripts/flow DESIGN_CONFIG=/design/flow/config.mk WORK_HOME=/design/flow/orfs finish

===== /design/flow/config.mk =====
export PLATFORM = sky130hd
export DESIGN_NAME = memory_tester
export DESIGN_NICKNAME = memory_tester
export VERILOG_FILES = /design/flow/design.v
export SDC_FILE = /design/flow/constraint.sdc
export NUM_CORES = 4
export LEC_CHECK = 1
export CORE_UTILIZATION = 30

===== /design/flow/constraint.sdc =====
current_design memory_tester

set clk_period 4.4
set clk_io_pct 0.2

create_clock -name clk0 -period $clk_period [get_ports {clk}]

set non_clock_inputs [all_inputs -no_clocks]
set_input_delay [expr $clk_period * $clk_io_pct] -clock clk0 $non_clock_inputs
set_output_delay [expr $clk_period * $clk_io_pct] -clock clk0 [all_outputs]

===== /design/flow/design.v =====
module memory_tester #(
    parameter base_addr = 0,
    addr_size = 16,
    word_size = 16,
    array_size = 2,
    array_content = 32'hFFFFFFFF
    ) (
    input clk,
    input reset,
    input [addr_size-1:0] addr,
    input [word_size-1:0] data_in,
    output reg [word_size-1:0] data_out,
    input write_en,
    output content_ok
    );
    reg [word_size-1:0] mem [array_size-1:0];
    reg [word_size-1:0] ref [array_size-1:0];
    reg [array_size-1:0] arr_ok;
    wire addr_ok = addr >= base_addr && (addr-base_addr < array_size);
    wire [word_size*array_size-1:0] array_content_show = array_content;
    wire [addr_size-1:0] offset = addr - base_addr;
    integer i;
    always @ (posedge clk)
        if (!reset) 
        begin
            arr_ok <= 0;
            for (i=0; i<array_size; i=i+1)
            begin
                mem[i] <= ~((array_content >> (i * (word_size))) & ((1 << word_size) - 1));
                ref[i] <= (array_content >> (i * (word_size))) & ((1 << word_size) - 1);
            end
        end
        else
            for (i=0; i<array_size; i=i+1)
            begin
                arr_ok[i] <= ref[i] == mem[i];
            end
    assign content_ok = &arr_ok;
    always @ (posedge clk)
        if (!reset)
        begin
            data_out <= 0;
        end
        else
        begin
            if (write_en && addr_ok)
                mem[offset] <= data_in;
            data_out <= (addr_ok ? mem[offset] : 0);
        end
endmodule

==> results_dict.tcl <==
# implementation run metrics
set metrics [dict create \
    synth.distinct_cells 19 \
    ir_drop_mv 0.106 \
    warnings 25 \
    drt-initial-drc-count 69 \
    final_cells 322 \
    cts_tree "yes" \
    cts_made_buffers 5 \
    rsz0062_at_grt "no" \
    coreArea_mm2 0.00635 \
    hold_slack_ns 0.479 \
    clock.latency.late_pin_ns 0.31 \
    layout_setup_ws_ns 2.11 \
    skew_ns 0.0102 \
    critPathLaunchType "input pin" \
    r2r_end "arr_ok[0]" \
    grt.total_usage_pct 12.4 \
    grt_overflow 0 \
    gp_congestion 0.761 \
    hp-class "flip-flop to flip-flop" \
    cp-endpoint "mem[0][9]" \
    finalHoldViolCount 0 \
    grt_max_degree 51 \
    reg2reg_depth 3 \
    power_density_mw_per_mm2 300 \
    cp-end-kind "flip-flop" \
    required_ns 4.63 \
    finalMaxSlewViolations 0 \
    place_ws_ns 1.78 \
    chip_area_mm2 0.00689 \
    top_layer_used "met4" \
    maxSlewHeadroom_pct 58.8 \
    portBuffers 51 \
    wl_met2_um 1760 \
    worstMarginPinSlew_ns 0.617 \
    grt_pass1_vias 1448 \
    ys_seq_share_pct 50.9 \
    cts.reportedPaths.clkPinSlew_ns 0.09 \
    max_freq_mhz 437 \
    grt_pass1_wl_um 6800 \
    p_leak_nw 1.01 \
    io_pins 52 \
    fp_util_pct 31.0 \
    ys_warn_count 2 \
    fp.dieW_um 83.0 \
    post_cts_resized 0 \
    drc_errors 0 \
    route.antenna.diode_count 0 \
    status "completed" \
    cts-htree-levels 2 \
    rrSetupSlack_ns 3.36 \
    antenna_found_initial 0 \
    maxCapViolCount 0 \
    fin_tns_setup_ns 0 \
    fp-row-count 29 \
    dp_hpwl_um 2740 \
    crit_start "addr[13]" \
    worstPathMaxFanout 16 \
    cts_buffer_depth 2 \
    dp_cells 314 \
    cp.arrival_ns 2.52 \
    cts_sinks 50 \
    fin_util_pct 41.2 \
    finalWirelength_um 3970 \
    cts_root_buf "clkbuf_8" \
    met1_length_um 1980 \
    place_area_mm2 0.00252 \
    critPathKind "input pin to flip-flop" \
    timing.final.crit_share_pct 52.0 \
    synthCells 195 \
    wire_per_inst_um 12.3 \
    ys_cells 195 \
    rr_startpoint "mem[0][2]" \
    nFillCells 610 \
    total_power_uw 784 \
    area_growth_syn_to_layout_pct 32.8 \
    vias 1479 \
    ctsHoldBuffers 0 \
    wl_met3_um 177 \
    layout-drive-gt1-share_pct 6.12 \
    syn_area_per_cell_um2 10.1 \
    numSynthFlops 50 \
    synth_area_mm2 0.00197 \
    synth_chip_area_mm2 0.00197 \
    vias_per_cell 4.59 \
    antenna_left 0 \
    design_area_mm2 0.00261 \
    fin_crit_ns 2.29 \
    die_y_um 83.0 \
    setup_viol 0 \
    post_cts_buffers 0 \
    dr.pass1.iters 4 \
]
## cell families after synthesis
family	after synthesis	synth area share [%]
AND/OR/NAND/NOR	85	20.7
flip-flops	50	50.9
multiplexers	48	24.4
buffers and inverters	12	4.00
## cell type report
| cell class | count | area, um^2 | share of cell area [%] |
|---|---|---|---|
| repair buffers | 54 | 533 | 20.4 |
| clock buffers | 6 | 82.6 | 3.16 |
| clock inverters | 2 | 12.5 | 0.479 |
| flip-flops and latches | 50 | 1000 | 38.3 |
| multi-input cells | 133 | 888 | 34.0 |
| well taps | 77 | 96.3 | 3.69 |
## cell usage after synthesis
cell,instances,area share [%]
nor4b_2,1,0.76
buf_12,1,1.0
buf_6,2,1.1
and3_4,1,0.57
nor4_2,1,0.64
nor2_1,16,3.1
and4b_1,1,0.51
dfxtp_1,50,51
and2_1,1,0.32
clkbuf_1,6,1.1
and4_1,2,0.89
nor4_1,4,1.3
buf_2,2,0.51
mux2i_1,48,24
nand3_1,4,1.0
nand4_1,4,1.3
nand2_1,49,9.3
nand4_4,1,1.1
buf_1,1,0.19
## power by group
part	leakage, nW	switching [mW]	internal (mW)
Combinational	0.565	0.0207	0.0332
Clock	0.0472	0.151	0.127
Sequential	0.402	0.000000925	0.452
Total	1.01	0.172	0.612
## cells in the final DEF (no fill, tap or decap)
master,count
and2_1,1
and3_4,1
and4_1,2
and4b_1,1
buf_4,3
clkbuf_8,6
clkdlybuf4s50_1,51
clkinv_2,1
clkinvlp_4,1
dfxtp_1,50
mux2i_1,48
nand2_1,49
nand3_1,4
nand4_1,4
nand4_4,1
nor2_1,16
nor4_1,4
nor4_2,1
nor4b_2,1
## flip-flops by register name (all words and copies together), names as in the netlist
signal and cells:
data_out 16, mem 32, arr_ok 2
## how the worst min path moves through the flow
stage	endpoint	cells past startpoint	slack, ns	start
after CTS	mem[0][15]	2	0.48	mem[0][15]
final	mem[0][15]	2	0.48	mem[0][15]
after global routing	mem[0][1]	2	0.50	mem[0][1]
## routing by layer
layer | global-route usage, % | vias to the layer above
met3 | 2.93 | 5
met2 | 19.3 | 31
met1 | 18.9 | 681
met5 | 0 | -
met4 | 1.25 | 0
li1 | - | 762
## critical path, stage by stage
cell and delay, ns:
clkdlybuf4s50_1 0.41, nor4b_2 0.29, and3_4 0.25, and4b_1 0.19, buf_4 0.28, mux2i_1 0.22
Power figures rest on the tool's default switching activity, not on a simulated workload.
