==> design.v <==
module rom03(input clk, input enable, input [15-1:0] addr, output [16-1:0] data);
    reg [16-1:0] data_reg;
    always @ (posedge clk)
        case(addr)
            15'h0 : data_reg <= 16'h5341;
            15'h1 : data_reg <= 16'h4D52;
            15'h2 : data_reg <= 16'h1C28;
            15'h3 : data_reg <= 16'h8C22;
            15'h4 : data_reg <= 16'h1C1D;
            15'h5 : data_reg <= 16'h1B0D;
            15'h6 : data_reg <= 16'h280C;
            15'h7 : data_reg <= 16'h221C;
            15'h8 : data_reg <= 16'h1D8C;
            15'h9 : data_reg <= 16'h221D;
            15'hA : data_reg <= 16'h001C;
            15'hB : data_reg <= 16'h3C22;
            15'hC : data_reg <= 16'h1E3E;
            15'hD : data_reg <= 16'h002B;
            15'hE : data_reg <= 16'h3C23;
            15'hF : data_reg <= 16'h3EE5;
            15'h10 : data_reg <= 16'h1CD0;
            15'h11 : data_reg <= 16'h1D0B;
            15'h12 : data_reg <= 16'h1E0C;
            15'h13 : data_reg <= 16'h0000;
            15'h14 : data_reg <= 16'hE900;
            15'h15 : data_reg <= 16'hE9E9;
            15'h16 : data_reg <= 16'h00E9;
            15'h17 : data_reg <= 16'h00E8;
            default : data_reg <= 0;
        endcase
    assign data = ( enable ? data_reg : 0 );
endmodule
==> run.sh <==
#!/bin/bash
# OpenROAD 26Q1-2900-gdf79404cd8, Yosys 0.63+post, stock flow scripts
make -C /OpenROAD-flow-scripts/flow DESIGN_CONFIG=/design/flow/config.mk WORK_HOME=/design/flow/orfs finish
==> config.mk <==
export PLATFORM = sky130hd
export DESIGN_NAME = rom03
export DESIGN_NICKNAME = rom03
export VERILOG_FILES = /design/flow/design.v
export SDC_FILE = /design/flow/constraint.sdc
export NUM_CORES = 4
export LEC_CHECK = 1
export CORE_AREA = 10 10 104 104
export DIE_AREA = 0 0 114 114
==> constraint.sdc <==
current_design rom03

set clk_period 2.4
set clk_io_pct 0.2

create_clock -name clk0 -period $clk_period [get_ports {clk}]

set non_clock_inputs [all_inputs -no_clocks]
set_input_delay [expr $clk_period * $clk_io_pct] -clock clk0 $non_clock_inputs
set_output_delay [expr $clk_period * $clk_io_pct] -clock clk0 [all_outputs]
==> results.yml <==
# synthesis and place-and-route metrics
synth:
  flop_cell: "dfxtp_1"
  top_logic_kind: "simple AND/OR/NAND/NOR gates"
  simple_gate_share_pct: 28.6
  avgSynthCellArea_um2: 7.71
  ys_chip_area_um2: 1130
  synthDominantCellAreaShare_pct: 28.4
  ys_types: 38
  synth-edff-count: 0
  syn-cell-area_um2: 1130
  compound_area_share_pct: 22.8
  yosys_warnings: 1
  mux_share_pct: 4.56
  async_flop_share_pct: 0
  fa_ha_area_share_pct: 7.78
  xor_share_pct: 0.778
  ys.flops: 16
  ys_seq_share_pct: 28.4
  top_cells_by_count: "and2_1, dfxtp_1, a21oi_1, nor2_1, nand2_1"
  syn_inst: 146
  area_leaders: "dfxtp_1, and2_1, ha_1, a21oi_1, nor2_1"
  post-synth-top-area-cell: "dfxtp_1"
  ys_cells: 146
power_and_ir_drop:
  finalPower_uw: 605
  p_per_area_nw_per_um2: 363
  vdd_drop_max_uv: 114
  p_clk_share_pct: 31.6
  sw_frac_of_total_pct: 25.5
  p_switching_uw: 154
  power_frac_comb_pct: 24.5
  p_int_uw: 450
  leakage_uw: 0.000611
  seq_power_share_pct: 44.0
drt:
  wirelength_um: 3270
  vias: 1109
  drtIter0Drc: 84
  vias_per_cell: 3.82
  antenna_cells: 0
  drt_pre_antenna_iters: 4
  wl_per_cell_um: 11.3
  ant_nets: 0
  route.detailed.drc: 0
placement:
  gp_congestion: 0.848
  dp_hpwl_um: 2660
  dp_slack_ns: 0.158
  port-buffer-count: 32
  place_inst: 287
final_layout:
  drive_gt1_share_pct: 9.34
  largest_register_ffs: 16
  layout.cells.non_filler: 290
  num-fill-cells: 985
  areaGrowthSynthToFinish_pct: 48.1
  fin_util_pct: 19.2
setup_path:
  startpoint: "enable"
  critical_path_class: "in2out"
  endpoint: "data[11]"
  cp-end-kind: "output pin"
  arrival_ns: 1.72
  cpMostUsedCell: "clkdlybuf4s50_1"
  worst_path_max_delay_cell: "clkdlybuf4s50_1"
  crit_required_ns: 1.92
  cp-start-kind: "input port"
  path_cells: "clkdlybuf4s50_1, buf_12, and2_1, clkdlybuf4s50_1"
  cp_slowest_stage_delay_ns: 0.50
  cp_max_fo: 16
  path_depth: 4
  path_buffers: 3
  cpLargestDelayFamily: "buffers and inverters"
final_timing:
  drv_slew: 0
  max_freq_mhz: 454
  setup_slack_ns: 0.196
  period_used_pct: 91.8
  tns_ns: 0
  hold_viol: 0
  setup_violations: 0
  slew_headroom_pct: 71.9
  tightest_slew_ns: 0.420
  rsz0062_at_grt: "no"
  period_minus_slack_ns: 2.20
global_route:
  gr-total-overflow: 0
  grt_start_max_net_pins: 19
  grt_pass1_wl_um: 5460
  antenna_found_initial: 0
  grt_pass1_vias: 1087
  grt_use_total_pct: 4.90
floorplanning:
  die_y_um: 114
  rows: 34
  design.core.area_um2: 8680
  fp_util_pct: 13.0
  die_w_um: 114
  die_area_um2: 13000
  io_pins: 33
cts:
  path_clk_slew_ns: 0.06
  tritoncts: "yes"
  postCtsResizedCells: 0
  cts_root_buf: "clkbuf_8"
  post_cts_buffers: 0
  cts_hold_buffers: 0
  htree_levels: 1
  clockBufferDepth: 2
  numCtsBuffers: 3
  cts.sinks: 16
status:
  status: "completed"
hold_path:
  holdCritPathClass: "in2reg"
job:
  warnings: 31
  drv_cap: 0
[cell type report]
cell class / instances / area (µm²) / share of cell area [%]
inverters: 4 / 15.0 / 0.900
flip-flops and latches: 16 / 320 / 19.2
repair buffers: 45 / 430 / 25.8
well taps: 108 / 135 / 8.10
multi-input cells: 114 / 726 / 43.5
clock buffers: 3 / 41.3 / 2.48
[power groups by stage]
| stage | logic [µW] | clock network [µW] | registers, µW |
|---|---|---|---|
| 5_1_grt | 163 | 210 | 266 |
| 4_1_cts | 148 | 199 | 266 |
| 6_report | 148 | 191 | 266 |
[how the worst min path moves through the flow]
| stage | to | slack (ns) | startpoint | cells after the start |
|---|---|---|---|---|
| after CTS | data_reg[14]$_SDFF_PP0_ | 1.02 | addr[1] | 3 |
| after global routing | data_reg[14]$_SDFF_PP0_ | 1.07 | addr[1] | 3 |
| final | data_reg[14]$_SDFF_PP0_ | 1.02 | addr[1] | 3 |
[kinds of logic (layout without fill, tap and decap cells)]
logic type / Yosys count / in the layout
XOR/XNOR: 1 / 1
AND/OR/NAND/NOR: 61 / 61
multiplexers: 5 / 5
flip-flops: 16 / 16
AND-OR/OR-AND: 40 / 40
buffers and inverters: 16 / 52
adder cells (fa/ha/maj): 7 / 7
[per-stage QoR]
step / hold WS, ns / cell area [µm²]
after floorplan: 0.706 / 1130
after global placement: 1.28 / 1630
after detailed placement: 1.28 / 1630
after CTS: 1.02 / 1670
after global routing: 1.07 / 1670
final: 1.02 / 1670
[placed cells by master, fill, tap and decap left out, types with 2 or more instances in the layout]
cell / instances
a21oi_1: 13
a31oi_1: 2
a22oi_1: 5
mux2i_1: 4
nor2b_1: 7
nor2_1: 13
o21ai_0: 8
ha_1: 7
and2_1: 16
clkdlybuf4s50_1: 32
clkbuf_8: 3
inv_1: 4
buf_4: 12
nor4_1: 3
nand2b_1: 3
a211oi_1: 2
nand3_1: 4
dfxtp_1: 16
nand2_1: 10
[routing by layer]
layer | track usage (%) | routed length (µm) | vias up
met3 | 0.744 | 144 | 2
met4 | 0.835 | 49 | 0
li1 | - | - | 582
met2 | 7.44 | 1430 | 23
met1 | 7.24 | 1650 | 502
met5 | 0 | 0 | -
