[design/flow/design.v]
module reflet_ram #(
    parameter addrSize = 7,
    wordsize = 8,
    size = 128,
    resetable = 1
    )(
    input clk,
    input reset,
    input enable,
    input [addrSize-1:0] addr,
    input [wordsize-1:0] data_in,
    input write_en,
    output [wordsize-1:0] data_out
    );
    integer i;  
    reg [wordsize-1:0] ram [size-1:0];
    reg [wordsize-1:0] data_out_array;
    wire usable = enable && addr < size && reset;
    generate
        if(|resetable)
        begin
            always @(posedge clk)
                if(!reset)
                  begin
                    for (i=0;i<size; i=i+1)
                        ram[i] = 0;
                  end
                else
                  begin
                        if(usable && write_en)
                             ram[addr] <= data_in;
                        data_out_array <= ram[addr];
                  end
        end
        else
        begin
            always @(posedge clk)
              begin
                    if(usable && write_en)
                         ram[addr] <= data_in;
                    data_out_array <= ram[addr];
              end
        end
    endgenerate
    assign data_out = ( usable ? data_out_array : 0 );
endmodule
[design/flow/constraint.sdc]
current_design reflet_ram

set clk_period 22.1
set clk_io_pct 0.2

create_clock -name clk0 -period $clk_period [get_ports {clk}]

set non_clock_inputs [all_inputs -no_clocks]
set_input_delay [expr $clk_period * $clk_io_pct] -clock clk0 $non_clock_inputs
set_output_delay [expr $clk_period * $clk_io_pct] -clock clk0 [all_outputs]
[design/flow/run.sh]
#!/bin/bash
# OpenROAD 26Q1-2900-gdf79404cd8, Yosys 0.63+post, stock flow scripts
make -C /OpenROAD-flow-scripts/flow DESIGN_CONFIG=/design/flow/config.mk WORK_HOME=/design/flow/orfs finish
[design/flow/config.mk]
export PLATFORM = sky130hd
export DESIGN_NAME = reflet_ram
export DESIGN_NICKNAME = reflet_ram
export VERILOG_FILES = /design/flow/design.v
export SDC_FILE = /design/flow/constraint.sdc
export NUM_CORES = 4
export LEC_CHECK = 1
export CORE_UTILIZATION = 30
==> impl_metrics.json <==
{
  "initial_antenna_violation_count": 20,
  "port-buffer-count": 26,
  "totalWireLength_um": 264000,
  "synth_cell_type_count": 71,
  "worst_ep_arrival_time_ns": 6.12,
  "critical_path_most_common_cell": "sky130_fd_sc_hd__clkdlybuf4s50_1",
  "avgRoutedWirePerCell_um": 33.9,
  "final_core_utilization_pct": 34.6,
  "power.density_cell_area_nw_per_um2": 77.7,
  "enable_flop_cells": 8,
  "synth_area_per_cell_um2": 8.01,
  "leakagePower_nw": 15.7,
  "setup_viol": 0,
  "fp.dieH_um": 395,
  "synth.top_cell.area_share_pct": 44.3,
  "number_of_global_route_vias_before_repair": 42500,
  "number_of_clock_buffers_inserted_by_tritoncts": 116,
  "largest_area_cell": "sky130_fd_sc_hd__dfxtp_1",
  "clock_sink_count": 1032,
  "global_route.usage.total_pct": 34.1,
  "startpoint_type_of_the_worst_setup_path": "input port",
  "drt_first_pass_iters": 6,
  "drc_errors": 0,
  "cp_max_fo": 10,
  "cts_tree": "yes",
  "maximum_vdd_ir_drop_uv": 64.3,
  "grt_setup_unrepaired": "no",
  "die_w_um": 395,
  "synth_cells": 5780,
  "worst_setup_path_end_kind": "primary output",
  "design_area_final_um2": 52800,
  "yosysCellCount": 5780,
  "cts-hold-fix-buffers": 0,
  "postCtsSetupRepairBufs": 0,
  "ys_async_sr_fraction_pct": 0,
  "final_min_period_over_clock_period_pct": 47.7,
  "synth.yosys.seq_area_share_pct": 44.8,
  "floorplan.core_area_um2": 153000,
  "ys.flop_type": "sky130_fd_sc_hd__dfxtp_1",
  "core.rowCount": 143,
  "cts_htree_levels": 3,
  "synth.ff_latch_count": 1032,
  "timing_worst_setup_path_type": "in -> out",
  "last_weighted_congestion_value_of_the_routability_driven_placer": 1.08,
  "warnings_from_yosys": 2,
  "worstSkewPairLatency_ns": 0.79,
  "timing.final.max_slew_violations": 0,
  "report.final.hold_viol_count": 0,
  "critPathRequiredTime_ns": 17.68,
  "dpl-instance-area_um2": 48900,
  "achievable-frequency_mhz": 94.9,
  "setup-tns-final_ns": 0,
  "period_minus_slack_ns": 10.54,
  "grt_max_degree": 200,
  "via_density_per_instance": 5.97,
  "nFillCells": 15600,
  "route.antenna.remaining_nets": 0,
  "post_synth_main_area_contributors": "sky130_fd_sc_hd__dfxtp_1, sky130_fd_sc_hd__a21boi_0, sky130_fd_sc_hd__nand2_1",
  "fin_worst_skew_ns": 0.0454,
  "root_buffer_selected_by_cts": "sky130_fd_sc_hd__clkbuf_16",
  "warnings": 35,
  "slowest_stage": "sky130_fd_sc_hd__clkdlybuf4s50_1",
  "post_cts.resized_instances": 0,
  "chip_area_um2": 156000,
  "floorplan.core_util_pct": 30.3,
  "most_common_cell_in_the_netlist": "sky130_fd_sc_hd__nand2_1",
  "worst-slew-pin-transition_ns": 1.23,
  "first_iter_violations": 5925,
  "clk_pin_slew_ns": 0.06,
  "maximum_capacitance_violations": 0,
  "min-delay-path-class": "reg -> reg",
  "syn-cell-area_um2": 46300,
  "yosys_area_um2": 46300,
  "global_route_wire_length_before_repair_um": 359000,
  "outcome": "completed",
  "global_route.overflow_total": 0,
  "synth.top_cells.by_count": "sky130_fd_sc_hd__nand2_1, sky130_fd_sc_hd__dfxtp_1, sky130_fd_sc_hd__a21boi_0, sky130_fd_sc_hd__clkbuf_1, sky130_fd_sc_hd__a22oi_1",
  "timing.critical_path.cells": "clkdlybuf4s50_1 -> and3_1 -> clkdlybuf4s50_1",
  "place.detailed.hpwl_um": 179000,
  "layout-drive-gt1-share_pct": 8.43,
  "slew_headroom_pct": 15.7,
  "crit_path_max_incr_delay_ns": 0.94,
  "layout_overhead_on_the_synthesized_area_pct": 14.1,
  "max-clock-path-buffers": 3,
  "route.vias.total": 46500,
  "ioPinCount": 27
}
==> per-stage QoR <==
| step | worst slack [ns] | total power, mW | std cells | hold WS, ns |
|---|---|---|---|---|
| 6_report | 11.56 | 4.10 | 7790 | 0.453 |
| 5_1_grt | 11.55 | 4.18 | 7787 | 0.479 |
| 4_1_cts | 11.58 | 4.10 | 7786 | 0.453 |
| 3_5_place_dp | 11.58 | 2.12 | 7571 | 0.445 |
| 3_3_place_gp | 11.58 | 2.12 | 7571 | 0.437 |
| 2_1_floorplan | 12.17 | 2.02 | 5780 | 0.430 |
==> state kept, by name (all words and copies together), names as in the netlist <==
signal	count
ram	1024
data_out_array	8
==> worst max-delay path: cells and delay by family <==
family | cells | cell delay [ns]
simple gates | 1 | 0.28
buf+inv | 2 | 1.41
==> routing by layer <==
metal | vias up | track usage [%] | routed length (um)
li1 | 20000 | - | -
met1 | 22900 | 45.1 | 101000
met2 | 2890 | 46.7 | 107000
met3 | 737 | 14.9 | 36300
met4 | 24 | 19.0 | 19600
met5 | - | 0 | 226
==> cells in the final DEF (no fill, tap or decap), types with 7 or more instances in the layout <==
cell,Yosys,routed
sky130_fd_sc_hd__edfxtp_1,8,8
sky130_fd_sc_hd__nor3_1,31,31
sky130_fd_sc_hd__clkbuf_8,0,25
sky130_fd_sc_hd__a21boi_1,31,31
sky130_fd_sc_hd__a21boi_0,969,969
sky130_fd_sc_hd__nor2_2,4,10
sky130_fd_sc_hd__nor3_2,16,15
sky130_fd_sc_hd__dfxtp_1,1024,1024
sky130_fd_sc_hd__clkbuf_1,326,26
sky130_fd_sc_hd__nor4_1,25,25
sky130_fd_sc_hd__buf_6,5,7
sky130_fd_sc_hd__buf_2,87,7
sky130_fd_sc_hd__nand2_1,1883,1882
sky130_fd_sc_hd__a32oi_1,86,86
sky130_fd_sc_hd__nand3_1,180,179
sky130_fd_sc_hd__a31oi_1,21,21
sky130_fd_sc_hd__clkdlybuf4s50_1,0,10
sky130_fd_sc_hd__a21oi_1,44,44
sky130_fd_sc_hd__o21ai_0,182,182
sky130_fd_sc_hd__nand4_1,45,45
sky130_fd_sc_hd__clkbuf_16,0,119
sky130_fd_sc_hd__clkinv_2,0,27
sky130_fd_sc_hd__and3_1,15,13
sky130_fd_sc_hd__a221oi_1,15,14
sky130_fd_sc_hd__a222oi_1,22,22
sky130_fd_sc_hd__a22o_1,21,21
sky130_fd_sc_hd__mux2_2,7,7
sky130_fd_sc_hd__o22ai_1,73,73
sky130_fd_sc_hd__nor2b_1,31,31
sky130_fd_sc_hd__mux2i_1,33,33
sky130_fd_sc_hd__bufinv_16,0,8
sky130_fd_sc_hd__or4_1,7,7
sky130_fd_sc_hd__buf_4,8,205
sky130_fd_sc_hd__a22oi_1,286,286
sky130_fd_sc_hd__nor2_1,158,151
==> report_power, final <==
group / internal (mW) / total, mW / switching (mW)
combinational: 0.0476 / 0.221 / 0.173
sequential: 1.86 / 1.87 / 0.00175
clock: 1.16 / 2.02 / 0.858
==> layout make-up <==
class                      count  area (um2)  area share (%)
multi-input combinational   4275       23800            45.0
sequential                  1032       20700            39.3
clock buffer                 170        3420            6.47
tap                         2030        2540            4.81
timing repair buffer         234        1850            3.50
clock inverter                45         474           0.898
antenna                        4        10.0          0.0190
==> path summary, 6_finish.rpt <==
path / startpoint / endpoint / slack, ns / cells past startpoint
setup / recovery: enable / data_out[1] / 11.56 / 3
hold / removal: ram[114][7]$_SDFFE_PN0P_ / ram[114][7]$_SDFFE_PN0P_ / 0.45 / 2
setup reg to reg: ram[38][2]$_SDFFE_PN0P_ / data_out_array[2]$_DFFE_PP_ / 18.75 / 7
hold reg to reg: ram[114][7]$_SDFFE_PN0P_ / ram[114][7]$_SDFFE_PN0P_ / 0.45 / 2
==> kinds of logic after synthesis <==
group	synth area share [%]
DFF	44.8
muxes	0.884
AOI/OAI and AO/OA	27.8
and+or+nand+nor	22.3
buffers and inverters	4.22
Power figures rest on the tool's default switching activity, not on a simulated workload.
